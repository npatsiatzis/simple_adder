$ cat /design/flow/design.v
`default_nettype none
module adder
    #(
        parameter int g_data_width   = 8
    )
    (
        input logic i_clk,
        input logic i_rst,
        input logic i_valid,
        input logic [g_data_width-1:0] i_A,
        input logic [g_data_width-1:0] i_B,
        output logic o_valid,
        output logic [g_data_width:0] o_C
    );
    always_ff @(posedge i_clk or posedge i_rst) begin : proc_add
        if(i_rst) begin
            o_C <= '0;
            o_valid <= 1'b0;
        end else begin
            o_valid <= 1'b0;
            if(i_valid) begin
                o_C <= i_A+i_B;
                o_valid <= 1'b1;
            end
        end
    end
endmodule : adder
module assertion
    #(
        parameter int g_data_width   = 8
    )
    (
        input logic i_clk,
        input logic i_rst,
        input logic i_valid,
        input logic [g_data_width-1:0] i_A,
        input logic [g_data_width-1:0] i_B,
        input logic o_valid,
        input logic [g_data_width:0] o_C
    );
  assert_range : assert property(@(posedge i_clk) disable iff(i_rst) o_C < ((2**(g_data_width+1)) -1))
  	else $warning("Test Failure! ASSERTION FAILED!");
  assert_max : assert property(@(posedge i_clk) disable iff(i_rst) o_C == ((2**(g_data_width+1)) -2) |-> $past(i_A) == (2**g_data_width -1) && $past(i_B) == (2**g_data_width -1))
	else $warning("Test Failure! ASSERTION FAILED!");
  assert_valid : assert property (@(posedge i_clk) i_valid |=> o_valid)
  	else $warning("Test Failure! ASSERTION FAILED!"); 
  cover_C_max : cover property(@(posedge i_clk) disable iff(i_rst) o_C == ((2**(g_data_width+1)) -2));
endmodule
module top
	#(
        parameter int g_data_width   = 8
    )
    (
        input logic i_clk,
        input logic i_rst,
        input logic i_valid,
        input logic [g_data_width-1:0] i_A,
        input logic [g_data_width-1:0] i_B,
        output logic o_valid,
        output logic [g_data_width:0] o_C
    );
    adder #(.g_data_width(g_data_width)) DUT 
    (
    	.i_clk,
    	.i_rst,
    	.i_valid,
    	.i_A,
    	.i_B,
    	.o_valid,
    	.o_C
	);
	bind adder assertion #(.g_data_width(g_data_width)) inst
    (
    	.i_clk,
    	.i_rst,
    	.i_valid,
    	.i_A,
    	.i_B,
    	.o_valid,
    	.o_C
	);
endmodule
$ cat /design/flow/run.sh
#!/bin/bash
# OpenROAD 26Q1-2900-gdf79404cd8, Yosys 0.63+post, stock flow scripts
make -C /OpenROAD-flow-scripts/flow DESIGN_CONFIG=/design/flow/config.mk WORK_HOME=/design/flow/orfs finish
$ cat /design/flow/config.mk
export PLATFORM = sky130hd
export DESIGN_NAME = top
export DESIGN_NICKNAME = top
export VERILOG_FILES = /design/flow/design.v
export SDC_FILE = /design/flow/constraint.sdc
export NUM_CORES = 4
export LEC_CHECK = 1
export CORE_AREA = 10 10 76 76
export DIE_AREA = 0 0 86 86
export SYNTH_HDL_FRONTEND = slang
$ cat /design/flow/constraint.sdc
current_design top

set clk_period 1.0
set clk_io_pct 0.2

create_clock -name clk0 -period $clk_period [get_ports {i_clk}]

set non_clock_inputs [all_inputs -no_clocks]
set_input_delay [expr $clk_period * $clk_io_pct] -clock clk0 $non_clock_inputs
set_output_delay [expr $clk_period * $clk_io_pct] -clock clk0 [all_outputs]
==> results.yml <==
# synthesis and place-and-route metrics
status:
  outcome: "finished, violations left"
  violations: "negative setup slack"
route:
  wl_per_cell_um: 12.7
  ant_nets: 0
  remaining_drc_errors: 0
  drt-pass1-iter-count: 4
  wl_um: 2430
  num_vias: 805
  vias_per_cell: 4.21
  antenna_cells: 0
  drt-initial-drc-count: 38
global_route:
  grt_pass1_vias: 879
  antenna_found_initial: 0
  grtUsageTotal_pct: 6.54
  grt_pass1_wl_um: 4080
  gr-total-overflow: 0
  grt_max_degree: 11
timing:
  max_slew.worst_pin.slew_ns: 0.259
  finalMaxSlewViolations: 0
  hold_slack_ns: 0.236
  fmax_mhz: 675
  rsz0062_at_grt: "true"
  finalWorstSetupSlack_ns: -0.481
  setup-violations-final: 7
  slew-limit-headroom_pct: 82.7
  layout_min_cycle_time_ns: 1.48
  finalHoldViolCount: 0
  clock_skew_ns: 0
  fin_crit_sh_pct: 148
worst_setup_path:
  worstSetupEndpointType: "flip-flop"
  crit_type: "primary input to flip-flop"
  cp_data_arrival_time_ns: 1.59
  required_ns: 1.11
  crit_path_max_fanout: 2
  crit_path_start_kind: "primary input"
clocking:
  cts_buffer_depth: 2
  cts_hold_buf: 0
  clk_pin_slew_worst_paths_ns: 0.05
  insertion_delay_ns: 0.23
  htreeDepth: 1
  clockRootBuffer: "clkbuf_8"
  cts_num_sinks: 10
  cts_made_buffers: 3
  cts_tree: "done"
layout:
  syn_to_final_growth_pct: 105
  seq_area_um2: 250
  n_fill_cell: 397
  mi_logic_area_um2: 643
  design_area_mm2: 0.00151
  drive_gt1_share_pct: 61.7
job:
  warnings: 28
  max_cap_viol_count: 0
floorplan:
  core_area_mm2: 0.00412
  fp_util_pct: 18.0
  fp.dieW_um: 86
  die_area_mm2: 0.00740
  num_rows: 23
  die_y_um: 86
  boundaryPins: 29
yosys:
  ys_warn_count: 0
  yosys_cells: 78
  synth-seq-cells: 10
  ys_seq_share_pct: 33.8
  syn-cell-area_um2: 739
  syn_area_per_cell_um2: 9.48
  synthArstFlopShare_pct: 100
  yosys.cell_types.count: 27
  yosysChipArea_um2: 739
  syn_inst: 78
  flop_cell: "dfrtp_1"
  edf_count: 0
pwr:
  power.leakage_nw: 0.668
  p_total_mw: 1.77
  ir_drop_v: 0.000495
  powerDensity_mw_per_mm2: 1170
placement:
  pre_cts_slack_ns: -1.08
  post-dp-hpwl_um: 1790
  placed_area_mm2: 0.00132
  gp_congestion: 0.804
  numPortBuffers: 28
hold_path:
  hold_path_class: "primary input to async pin"
-- stage by stage --
step | cells | TNS, ns | utilization [%]
3_5_place_dp | 176 | -7.54 | 32.2
3_3_place_gp | 176 | -7.44 | 32.2
5_1_grt | 191 | -2.34 | 36.8
4_1_cts | 186 | -1.61 | 36.3
2_1_floorplan | 78 | -2.07 | -
6_report | 191 | -2.03 | 36.8
-- layout make-up --
cell class / instances / share of cell area, %
multi-input cells: 62 / 42.5
clock buffers: 4 / 3.64
inverters: 3 / 0.744
well taps: 50 / 4.13
repair buffers: 62 / 32.5
flip-flops and latches: 10 / 16.5
-- registers in the layout (all words and copies together), names as in the netlist --
| name | flops |
|---|---|
| DUT.o_valid | 1 |
| DUT.o_C | 9 |
-- path summary, 6_finish.rpt --
kind / startpoint / to / slack [ns] / cells after the start
min in group clk0: i_A[0] / DUT.o_C[0] / 0.31 / 3
hold reg to reg: DUT.o_C[0] / DUT.o_C[0] / 0.51 / 1
setup / recovery: i_B[0] / DUT.o_C[6] / -0.48 / 7
hold / removal: i_rst / DUT.o_C[2] / 0.24 / 3
setup reg to reg: DUT.o_C[6] / DUT.o_C[6] / -0.02 / 3
max in group asynchronous: i_rst / DUT.o_C[6] / 0.62 / 3
-- synth_stat cells, types with 2 or more instances --
cell	n	share of area [%]
a211oi_2	2	3.4
mux2i_1	3	4.1
nand2_1	5	2.5
ha_1	8	14
nor2_1	6	3.0
mux2_2	2	3.0
xnor2_1	2	2.4
inv_1	3	1.5
nor2b_1	2	1.7
a211oi_1	2	2.0
a21oi_1	6	4.1
o22ai_1	2	1.7
o21ai_0	8	5.4
dfrtp_1	10	34
o21ai_1	3	2.0
buf_2	3	2.0
-- cell families after synthesis --
family | Yosys count | synth area share, %
AND/OR/NAND/NOR | 19 | 12.9
XOR/XNOR | 2 | 2.37
AND-OR/OR-AND | 27 | 24.0
buffers and inverters | 6 | 3.55
flip-flops | 10 | 33.8
adder cells (fa/ha/maj) | 9 | 16.2
multiplexers | 5 | 7.11
-- placed cells by master (no fill, tap or decap), drive strengths merged --
cell,instances
nand3,1
o21ai,11
nand2,5
nor4,1
o22ai,2
nor3b,1
o31ai,1
clkdlybuf4s15,1
mux2i,3
clkbuf,12
a21oi,6
o32ai,1
buf,50
clkdlybuf4s50,3
mux2,2
ha,8
nand3b,1
xnor2,2
nand2b,1
a211oi,4
fa,1
a21o,2
dfrtp,10
nor2b,2
inv,3
or3b,1
nor2,6
-- power breakdown --
part	internal, mW	switching [mW]
clock	0.347	0.166
sequential	0.469	0.0338
combinational	0.460	0.293
total	1.28	0.493
-- repair_timing --
item                       4_1_cts  5_1_grt
setup buffers                    6        6
setup endpoints to repair       19       14
resized                         98       19
pin swaps                       20       17
-- critical path: stages --
cell and delay (ns):
buf_6 0.10, ha_4 0.15, fa_2 0.35, a211oi_2 0.23, nor2_1 0.09, o21ai_1 0.13
or3b_1 0.35
-- per-layer routing --
metal	wire (µm)	global-route usage [%]	share of wire, %	up-vias
met3	156	2.67	6.4	2
met2	1110	10.0	46	20
met1	1150	8.82	47	372
li1	-	-	-	411
met4	12	0.449	0.49	0
met5	0	0	0	-
Power figures rest on the tool's default switching activity, not on a simulated workload.
